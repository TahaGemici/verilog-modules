$ cat flow/config.mk
export PLATFORM = sky130hd
export DESIGN_NAME = axi4lite_write_slave
export DESIGN_NICKNAME = axi4lite_write_slave
export VERILOG_FILES = /design/flow/design.v
export SDC_FILE = /design/flow/constraint.sdc
export NUM_CORES = 4
export LEC_CHECK = 1
export CORE_UTILIZATION = 40
$ cat flow/run.sh
#!/bin/bash
# OpenROAD 26Q1-2900-gdf79404cd8, Yosys 0.63+post, stock flow scripts
make -C /OpenROAD-flow-scripts/flow DESIGN_CONFIG=/design/flow/config.mk WORK_HOME=/design/flow/orfs finish
$ cat flow/constraint.sdc
current_design axi4lite_write_slave

set clk_period 2.6
set clk_io_pct 0.2

create_clock -name clk0 -period $clk_period [get_ports {aclk}]

set non_clock_inputs [all_inputs -no_clocks]
set_input_delay [expr $clk_period * $clk_io_pct] -clock clk0 $non_clock_inputs
set_output_delay [expr $clk_period * $clk_io_pct] -clock clk0 [all_outputs]
$ cat flow/design.v
module axi4lite_write_slave (
    input aclk,
    input aresetn,
    input awvalid,
    output reg awready,
    input[31:0] awaddr,
    input[2:0] awprot,
    input wvalid,
    output reg wready,
    input[31:0] wdata,
    input[3:0] wstrb,
    output reg bvalid,
    input bready,
    output reg[1:0] bresp,
    input stall,
    output reg[3:0] en,
    output reg[31:0] addr,
    output reg[31:0] data
);
localparam OKAY = 2'b00, SLVERR = 2'b10;
reg wakeup, awready_nxt, wready_nxt, bvalid_nxt;
reg[1:0] bresp_nxt;
reg[3:0] strb, strb_nxt, en_nxt;
reg[31:0] addr_nxt, data_nxt;
always @(posedge aclk or negedge aresetn) begin
    if(~aresetn) begin
        wakeup <= 1'b1;
        awready <= 1'b0;
        wready <= 1'b0;
        bvalid <= 1'b0;
        bresp <= OKAY;
        strb <= 4'b0;
        addr <= 32'b0;
        data <= 32'b0;
        en <= 4'b0;
    end else begin
        wakeup <= 1'b0;
        awready <= awready_nxt;
        wready <= wready_nxt;
        bvalid <= bvalid_nxt;
        bresp <= bresp_nxt;
        strb <= strb_nxt;
        addr <= addr_nxt;
        data <= data_nxt;
        en <= en_nxt;
    end
end
always @* begin
    awready_nxt = awready;
    addr_nxt = addr;
    bresp_nxt = bresp;
    if(awvalid & awready) begin
        awready_nxt = 1'b0;
        addr_nxt = awaddr;
        bresp_nxt = awaddr[1:0] ? SLVERR : OKAY;
    end
    wready_nxt = wready;
    data_nxt = data;
    strb_nxt = strb;
    if(wvalid & wready) begin
        wready_nxt = 1'b0;
        data_nxt = wdata;
        strb_nxt = wstrb;
    end
    en_nxt = 4'b0;
    bvalid_nxt = bvalid;
    if((~awready) & (~wready) & (~stall)) begin
        if(bresp == OKAY) en_nxt = strb;
        bvalid_nxt = ~wakeup;
        awready_nxt = 1'b1;
        wready_nxt = 1'b1;
    end
    if(bvalid & bready) begin
        bvalid_nxt = 1'b0;
    end
end
endmodule
==> metrics.cfg <==
[setup_path]
start_kind=flop
cpMaxStageDelayCell=clkdlybuf4s50_1
crit_type=reg2out
path_delay_family=buffers and inverters
path_buffers=1
critPathMaxStageDelay_ns=0.53
worst_ep_arrival_time_ns=1.31
path_cells=clkdlybuf4s50_1
required_ns=2.08
crit_fanout=7
end_kind=output port

[grt]
grt_pass1_wl_um=9356
grt_antenna_before_repair=0
grt-ovfl-total=0
grt_pass1_vias=1891
track_usage=0.1610
grt_max_degree=60

[final_layout]
syn2layout_area_growth_pct=56.15
seq_area_um2=1928
mi_logic_area_um2=992.2
final_cell_area_um2=4683
drive_gt1_frac=0.2606
fillers=573

[outcome]
status=finished, final reports clean

[pwr]
irDropWorstVdd_uv=460.5
p_leak_nw=2.077
powerDensity_nw_per_um2=1014

[die]
dieArea_um2=7848
die_width_um=88.59
row_count=31
placeableCoreArea_um2=7253
dieHeight_um=88.59
io_pins=150
fp_util=0.4135

[routing]
finalWirelength_um=6059
drc=0
drtIter0Drc=57
diodes=0
vias=1915
postRouteAntennaNets=0
drt-pass1-iter-count=2
wl_per_cell_um=14.12
post_drt_via_cell_ratio=4.464

[clocking]
cts_resized=0
cts_tree=built
cts_sinks=77
clkTransAtPathRegs_ns=0.07
post_cts_buffers=0
clk_latency_ns=0.33
clockBufferDepth=2
root_buffer=clkbuf_8
cts_buffers=9
cts-hold-fix-buffers=0
htree_levels=3

[synth]
yosys_warnings=1
ys_top_cells_by_count=dfrtp_1, mux2_2, mux2_4
ys_cells=171
ys_async_sr_fraction=1.000
top_area_cell=dfrtp_1
synth.avg_cell_area_um2=17.54
flop_cell=dfrtp_1
synth_flops=77
yosysUniqueCellTypes=19
postSynthSeqShare=0.6429
synthesis.area_um2=2999
synthCells=171
ys_area_um2=2999
top_cell_area_share=0.6341
most_common_cell=dfrtp_1
synth-edff-count=0
area_leaders=dfrtp_1, mux2_4, mux2_2

[final_timing]
finalCritPeriodShare=0.7049
finalSetupTns_ns=0
clock.fmax_ghz=0.5457
setup_viol=0
maxSlewViolCount=0
finalHoldViolations=0
finalCriticalPeriod_ns=1.833
rsz0062_at_grt=no
tightestPinTransition_ns=0.7420
final.setup_skew_ns=0.007263
relSlewSlack=0.5053

[place]
gp_congestion=0.7219
placed_area_um2=4531
placement.io_buffers=145
dp_hpwl_um=4350

[run]
drv_cap=0
warnings=29

[worst_hold_path]
hp-class=in2async

[state kept, by name (all words and copies together) (netlist names)]
name / flops
en: 4
bresp: 1
wready: 1
data: 32
awready: 1
bvalid: 1
strb: 4
addr: 32
wakeup: 1
[layer usage]
layer  part of all wire  global-route usage
met5                  0                   0
met1               0.44              0.2562
met3              0.081             0.04541
met2               0.46              0.2350
met4              0.017             0.02933
[cell type report]
type                            instances  share of cell area
Timing Repair Buffer                  149              0.3158
Tap cell                               99             0.02645
Multi-Input combinational cell         86              0.2119
Sequential cell                        77              0.4117
Clock buffer                           14             0.03046
Clock inverter                          2            0.002137
Inverter                                2            0.001603
[path summary, 6_finish.rpt]
check                                 to     from  slack [ns]  cells after the start
worst max register to register   data[6]   wready        1.24                      2
worst max-delay path             awready  awready        0.77                      1
max in group asynchronous        data[9]  aresetn        1.69                      2
min in group clk0                  en[0]  strb[0]        0.48                      1
worst min-delay path            data[24]  aresetn        0.25                      1
worst min register to register     en[0]  strb[0]        0.48                      1
[where the power goes]
part / internal [W] / leakage [nW] / switching (W) / total [W]
registers: 0.00177 / 0.910 / 0.000294 / 0.00206
clock network: 0.000346 / 0.0784 / 0.000386 / 0.000732
logic: 0.00159 / 1.09 / 0.000366 / 0.00195
total: 0.00370 / 2.08 / 0.00105 / 0.00475
[per-stage QoR]
step | hold WS [ns] | util | setup WS, ns | instances | total power, W
final | 0.2550 | 0.6457 | 0.7673 | 429 | 0.004749
after global routing | 0.3136 | 0.6457 | 0.6903 | 429 | 0.005073
after CTS | 0.2677 | 0.6457 | 0.7432 | 429 | 0.004833
after detailed placement | 0.4647 | 0.6246 | 0.6486 | 413 | 0.004060
after global placement | 0.4590 | 0.6246 | 0.6629 | 413 | 0.004049
after floorplan | 0.2244 | - | 1.359 | 172 | 0.002754
[cells in the final DEF (no fill, tap or decap)]
cell type	count
mux2_4	30
conb_1	2
and2_1	4
dfrtp_1	76
a31oi_1	1
mux2_1	2
nor2_1	1
nand2_2	1
buf_4	5
clkbuf_1	5
clkinv_2	2
nand2_4	1
nor2b_1	1
clkbuf_8	9
a21oi_1	2
mux2_2	37
clkdlybuf4s50_1	144
inv_1	2
nor4_1	1
dfstp_2	1
nor3_1	1
a21o_1	2
[cell families after synthesis]
group | count (synthesis) | synth area share
AND/OR/NAND/NOR | 10 | 0.02128
buffers and inverters | 9 | 0.02753
flip-flops | 77 | 0.6429
other | 1 | 0.001250
AND-OR/OR-AND | 5 | 0.01043
multiplexers | 69 | 0.2966
Power is estimated from default activity; no workload was simulated.

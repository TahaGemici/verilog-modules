==> flow/design.v <==
module cdc_sync #(parameter WIDTH = 1) (
    input clk,
    input arst_n,
    input [WIDTH-1:0] d,
    output reg [WIDTH-1:0] q
);
    reg [WIDTH-1:0] d1;
    always @(posedge clk or negedge arst_n) begin
        if(~arst_n) begin
            d1 <= 0;
            q <= 0;
        end else begin
            d1 <= d;
            q <= d1;
        end
    end
endmodule
module bin2gray #(parameter WIDTH = 4) (input[WIDTH-1:0] bin, output[WIDTH-1:0] gray);
    genvar i;
    generate
        assign gray[WIDTH-1] = bin[WIDTH-1];
        for(i = WIDTH-2; i >= 0; i = i - 1) begin
            assign gray[i] = bin[i+1] ^ bin[i];
        end
    endgenerate
endmodule
module gray2bin #(parameter WIDTH = 4) (input[WIDTH-1:0] gray, output[WIDTH-1:0] bin);
    genvar i;
    generate
        assign bin[WIDTH-1] = gray[WIDTH-1];
        for(i = 0; i < (WIDTH-1); i = i + 1) begin
            assign bin[i] = bin[i+1] ^ gray[i];
        end
    endgenerate
endmodule
module async_fifo(arst_n, rClk, rEn, rData, empty, wClk, wEn, wData, full);
	parameter DATA_WIDTH = 32;
	parameter DEPTH = 1024;  
	localparam ADDR_WIDTH = $clog2(DEPTH);  
  input arst_n;
	input rClk;
	input rEn;
	output[DATA_WIDTH-1:0] rData;
	output empty;
	input wClk;
	input wEn;
	input[DATA_WIDTH-1:0] wData;
	output full;
reg[DATA_WIDTH-1:0] mem[0:DEPTH-1];
reg empty, empty_nxt;
reg[ADDR_WIDTH:0] rPtr, rPtr_nxt;
reg[ADDR_WIDTH:0] wPtr;
assign rData = mem[rPtr[ADDR_WIDTH-1:0]];
wire[ADDR_WIDTH:0] wPtr_gray, wPtr_bin;
bin2gray #(ADDR_WIDTH+1) wPtr_gray_inst (.bin(wPtr), .gray(wPtr_gray));
wire[ADDR_WIDTH:0] wPtr_rClk_gray;
cdc_sync #(ADDR_WIDTH+1) wPtr_rClk_gray_sync (.clk(rClk), .arst_n(arst_n), .d(wPtr_gray), .q(wPtr_rClk_gray));
gray2bin #(ADDR_WIDTH+1) wPtr_bin_inst (.gray(wPtr_rClk_gray), .bin(wPtr_bin));
always @(posedge rClk or negedge arst_n) begin
  if(~arst_n) begin
    rPtr <= 0;
    empty <= 1;
  end else begin
    empty <= empty_nxt;
    rPtr <= rPtr_nxt;
  end
end
always @* begin
  rPtr_nxt = rPtr + rEn;
  empty_nxt = rPtr_nxt == wPtr_bin;
end
reg full, full_nxt;
reg[ADDR_WIDTH:0] wPtr_nxt;
wire[ADDR_WIDTH:0] rPtr_gray, rPtr_bin;
bin2gray #(ADDR_WIDTH+1) rPtr_gray_inst (.bin(rPtr), .gray(rPtr_gray));
wire[ADDR_WIDTH:0] rPtr_wClk_gray;
cdc_sync #(ADDR_WIDTH+1) rPtr_wClk_gray_sync (.clk(wClk), .arst_n(arst_n), .d(rPtr_gray), .q(rPtr_wClk_gray));
gray2bin #(ADDR_WIDTH+1) rPtr_bin_inst (.gray(rPtr_wClk_gray), .bin(rPtr_bin));
always @(posedge wClk) begin
  mem[wPtr[ADDR_WIDTH-1:0]] <= wEn ? wData : mem[wPtr[ADDR_WIDTH-1:0]];
end
always @(posedge wClk or negedge arst_n) begin
  if(~arst_n) begin
    wPtr <= 0;
    full <= 0;
  end else begin
    full <= full_nxt;
    wPtr <= wPtr_nxt;
  end
end
always @* begin
  wPtr_nxt = wPtr + wEn;
  full_nxt = {~wPtr_nxt[ADDR_WIDTH], wPtr_nxt[ADDR_WIDTH-1:0]} == rPtr_bin;
end
endmodule
==> flow/run.sh <==
#!/bin/bash
# OpenROAD 26Q1-2900-gdf79404cd8, Yosys 0.63+post, stock flow scripts
make -C /OpenROAD-flow-scripts/flow DESIGN_CONFIG=/design/flow/config.mk WORK_HOME=/design/flow/orfs finish
==> flow/config.mk <==
export PLATFORM = sky130hd
export DESIGN_NAME = async_fifo
export DESIGN_NICKNAME = async_fifo
export VERILOG_FILES = /design/flow/design.v
export SDC_FILE = /design/flow/constraint.sdc
export NUM_CORES = 4
export LEC_CHECK = 1
export CORE_UTILIZATION = 40
export SYNTH_MEMORY_MAX_BITS = 65536
==> flow/constraint.sdc <==
current_design async_fifo

set clk_period 479.8
set clk_io_pct 0.2

create_clock -name clk0 -period $clk_period [get_ports {rClk}]
create_clock -name clk1 -period $clk_period [get_ports {wClk}]

set non_clock_inputs [all_inputs -no_clocks]
set_input_delay [expr $clk_period * $clk_io_pct] -clock clk0 $non_clock_inputs
set_output_delay [expr $clk_period * $clk_io_pct] -clock clk0 [all_outputs]
==> run_results.csv <==
group,metric,value,unit
timing,skew,248,ps
synthesis,synth_flops,32800,
cells_and_area,layout_top_cell,"edfxtp_1",
clock_network,cts_resized,0,
die,ios,71,
cells_and_area,drive_above_1_share,0.264,
synthesis,flop_cell,"edfxtp_1",
die,die_w,1.77,mm
synthesis,synth_stat.cells,56400,
synthesis,mux_area_frac,0.158,
worst_setup_path,r2r-start,"wPtr[1]",
cells_and_area,lay_top_cells,"edfxtp_1, mux4_2, mux2i_1",
clock_network,cts_tree,"done",
timing,finalSetupViolCount,0,
detailed_routing,drt_wl_total,3850,mm
grt,antenna_found_initial,307,
grt,grt_max_degree,112,
grt,grt_pass1_wl,5280,mm
detailed_routing,dr.pass1.iters,6,
synthesis,yosys.area.top_type,"edfxtp_1",
die,core_area,3120000,um2
worst_setup_path,cp_slowest_stage_delay,1210,ps
die,fp_util,0.401,
synthesis,xor_share,0.000345,
worst_setup_path,r2r_end,"mem[920][28]",
status,violations,"capacitance limit, slew limit",
detailed_routing,dr_wl_met2,1680,mm
power,p_leak,449,nW
synthesis,top_logic_kind,"multiplexers",
synthesis,area_leaders,"edfxtp_1, mux4_2, mux2i_1",
timing,grt_setup_unrepaired,"no",
clock_network,clk_pin_slew,70,ps
worst_setup_path,cp_top_family,"buffers and inverters",
detailed_routing,wl_met3,873,mm
synthesis,ys_area,1250000,um2
worst_setup_path,critPathRequiredTime,383840,ps
synthesis,synth_warnings,2,
detailed_routing,drt-wirelength-per-cell,36.6,um
synthesis,fa_ha_area_frac,0.000330,
place,place_inst,98700,
worst_setup_path,worstPathArrival,13110,ps
detailed_routing,ant_nets,0,
grt,gr-total-overflow,0,
clock_network,cts_sinks,32800,
timing,worstMarginPinSlew,1630,ps
flow_run,warnings,59,
synthesis,synthArstFlopShare,0.00207,
cells_and_area,area.growth.synth_to_final,14.5,%
worst_setup_path,r2r_slack,474050,ps
timing,hold_violations,0,
place,post-place-ws,371120,ps
worst_hold_path,min-delay-start,"rPtr[7]",
detailed_routing,wl_met1,1060,mm
worst_setup_path,cp-end-kind,"primary output",
synthesis,postSynthCellCount,56400,
grt,grt_use_total,0.270,
cells_and_area,final_cell_count_no_fill,105000,
synthesis,syn_area,1250000,um2
place,numPortBuffers,69,
place,globalplace.congestion,0.920,
die,dieArea,3140000,um2
worst_hold_path,min_delay_path_depth,2,
detailed_routing,dr.max_layer_used,"met5",
place,hpwl,2360,mm
timing,final_max_slew_viol_count,36,
worst_setup_path,critPathMostFrequentCell,"buf_4",
power,p_per_area,5.50,nW/um2
worst_setup_path,worstSetupPathType,"flop to primary output",
worst_hold_path,hold_class,"flop to flop",
die,die.size.y,1.77,mm
worst_setup_path,path_cells,"buf_4 -> buf_4 -> buf_4 -> buf_4 -> buf_4 -> buf_4 -> buf_4 -> buf_4 -> buf_4 -> buf_4 -> buf_4 -> buf_4 -> buf_4 -> mux2i_1 -> a22oi_1 -> a22oi_1 -> a21oi_1 -> a2111oi_1 -> buf_4 -> o31ai_2 -> or4_1 -> clkdlybuf4s50_1",
synthesis,syn_area_per_cell,22.2,um2
detailed_routing,vias,609000,
grt,grt_pass1_vias,662000,
timing,tns,0,ps
synthesis,edf_count,32800,
worst_setup_path,critPathSlowestCell,"a2111oi_1",
synthesis,postSynthSeqShare,0.787,
status,status,"finished with violations",
flow_run,cap_viol_max_count,5,
detailed_routing,drc,0,
worst_setup_path,worst_setup_path_start_kind,"flop",
detailed_routing,vias_per_cell,5.79,
synthesis,top_cell_area_share,0.786,
synthesis,synth.distinct_cells,68,
timing,setup_ws,370730,ps
worst_setup_path,r2r_cells,11,
worst_hold_path,hold_end,"rPtr_wClk_gray_sync.d1[7]",
die,rows,649,
worst_setup_path,path_buffers,15,
synthesis,aoi_share,0.0297,
synthesis,simple_gate_area_frac,0.0118,
worst_setup_path,cp_num_cells,22,
power,max-vdd-ir-drop,0.00000520,V
detailed_routing,drt_first_iter_violations,43200,
timing,relSlewSlack,-0.0840,
worst_setup_path,crit_fanout,41,
clock_network,post_cts_buffers,0,
cells_and_area,fill_cells,253000,
[worst max-delay path by stage]
| stage | start | slack (ps) | end |
|---|---|---|---|
| 4_1_cts | rPtr[1] | 370800 | rData[5] |
| 5_1_grt | rPtr[1] | 370300 | rData[5] |
| 6_report | rPtr[1] | 370730 | rData[5] |
[routing by layer]
metal / track usage / vias to the layer above
met5: 0.0546 / -
li1: - / 249000
met4: 0.116 / 424
met2: 0.361 / 44600
met3: 0.269 / 7129
met1: 0.273 / 309000
[worst reg2reg max path, stage by stage (launching register included)]
cell     delay [ps]
dfrtp_1         440
inv_1           100
ha_1            630
nor2b_1         340
buf_4           380
nand3_4         470
buf_4           500
buf_4           510
buf_4           340
buf_4           250
nor2_4          780
buf_4           540
[per-stage QoR]
stage	util	hold slack [ps]	power, mW	instance area [um2]
3_5_place_dp	0.427	335	5.50	1330000
5_1_grt	0.459	206	8.12	1430000
4_1_cts	0.459	49.3	7.90	1430000
6_report	0.459	240	7.88	1430000
2_1_floorplan	-	331	4.54	1250000
3_3_place_gp	0.426	331	5.50	1330000
[cell usage after synthesis, types with 58 or more instances]
master     number
edfxtp_1    32800
mux4_2       6813
mux2i_1      4265
clkbuf_1     1451
nor2_1       1397
buf_2        1167
o22ai_1      1107
a22oi_1      1044
nand2_1       996
a21oi_1       988
o21ai_0       745
a221oi_1      494
buf_1         484
nand3_1       228
a31oi_1       213
mux2_2        178
buf_4         163
a22o_1        143
nor3_1        139
o2111ai_1     120
nor4_1        118
or4_1         117
o211ai_1      111
nand4_1        91
a21o_1         89
a211oi_1       83
o31ai_1        82
and3_1         80
dfrtp_1        67
o221ai_1       66
a2111oi_0      62
buf_6          58
[flip-flops by register name, summed over array words and instances (netlist names)]
register,count
wPtr_rClk_gray_sync.d1,11
full,1
rPtr_wClk_gray_sync.d1,11
rPtr,11
empty,1
rPtr_wClk_gray_sync.q,11
wPtr_rClk_gray_sync.q,11
mem,32768
wPtr,11
[cell families (layout without fill, tap and decap cells)]
logic type,Yosys count,in the layout
fa+ha+maj,33,33
xor+xnor,46,46
other cells,0,682
mux,11300,11300
buf+inv,3359,9921
flops,32800,32800
simple gates,3327,3327
compound gates,5552,5552
[final cells by class]
class | count | area, um2 | area share
Tap cell | 41700 | 52100 | 0.0364
Sequential cell | 32800 | 986000 | 0.688
Multi-Input combinational cell | 20200 | 262000 | 0.183
Clock inverter | 1757 | 15100 | 0.0105
Clock buffer | 4115 | 85000 | 0.0593
Antenna cell | 682 | 1710 | 0.00119
Inverter | 36 | 170 | 0.000119
Timing Repair Buffer | 4013 | 31700 | 0.0221
[power by group]
group | internal [mW] | switching (mW) | total (mW)
sequential | 3.16 | 0.00622 | 3.17
combinational | 0.855 | 1.43 | 2.29
clock | 1.34 | 1.08 | 2.42
[timing repair]
action                                 4_1_cts  5_1_grt
hold buffers                                17        0
endpoints found under the hold margin       11        0
setup endpoints to repair                    0        0
Power is estimated from default activity; no workload was simulated.
